File: ./run.sh
#!/bin/bash
# OpenROAD 26Q1-2900-gdf79404cd8, Yosys 0.63+post, stock flow scripts
make -C /OpenROAD-flow-scripts/flow DESIGN_CONFIG=/design/flow/config.mk WORK_HOME=/design/flow/orfs finish
File: ./config.mk
export PLATFORM = sky130hd
export DESIGN_NAME = ALU
export DESIGN_NICKNAME = ALU
export VERILOG_FILES = /design/flow/design.v
export SDC_FILE = /design/flow/constraint.sdc
export NUM_CORES = 4
export LEC_CHECK = 1
export CORE_UTILIZATION = 30
export SYNTH_HDL_FRONTEND = slang
File: ./constraint.sdc
current_design ALU

set clk_period 21.4
set clk_io_pct 0.2

create_clock -name clk0 -period $clk_period

set non_clock_inputs [all_inputs -no_clocks]
set_input_delay [expr $clk_period * $clk_io_pct] -clock clk0 $non_clock_inputs
set_output_delay [expr $clk_period * $clk_io_pct] -clock clk0 [all_outputs]
File: ./design.v
`timescale 1ns / 1ps
module ALU(
		i_a, i_b, i_func, out, zero
    );
	parameter DATA_SIZE = 32;
	parameter FUNC_SIZE = 11;
	input wire [DATA_SIZE-1:0] i_a, i_b;		 
	input wire [FUNC_SIZE-1:0] i_func;			 
	output wire [DATA_SIZE-1:0] out;			 
	output wire zero;							 
	assign out = i_func == 0 ? i_a + i_b :
				 i_func == 1 ? i_a - i_b :
				 i_func == 2 ? i_a & i_b :
				 i_func == 3 ? i_a | i_b :
				 i_func == 4 ? (~i_a & i_b) | (i_a & ~i_b) :
				 i_func == 5 ? i_a < i_b :
				 0;
	assign zero = (out == 0);
endmodule
==> run_results.csv <==
group,metric,value,unit
worst_setup_path,critPathMaxStageDelay,0.68,ns
worst_setup_path,critical_path_class,"in -> out",
route,antenna_cells,0,
route,via_count,7459,
synth,ys_cells,941,
sta,hold_viol,0,
layout,nClkBuffers,0,
route,drt-vias-per-instance,5.82,
placement,portBuffers,108,
route,dr.pass1.iters,6,
synth,synthCells,941,
layout,syn_to_final_growth,20.4,%
synth,synth.distinct_cells,96,
layout,drive_above_1_share,0.0573,
sta,tightest_slew,0.757,ns
worst_setup_path,critPathRequiredTime,17.12,ns
die,die_x,145,um
power,power_leakage,3.12,nW
worst_hold_path,whs_path_depth,6,
clocking,cts_resized,0,
route,drtAntennaViolNets,0,
worst_setup_path,cp_data_arrival_time,9.11,ns
sta,fmax,74.7,MHz
worst_setup_path,crit_path_end_kind,"output pin",
worst_setup_path,cp_top_family,"AND-OR/OR-AND gates",
clocking,post-cts-setup-buffers,0,
worst_hold_path,whs_endpoint,"out[1]",
placement,dp_cells,1282,
worst_setup_path,critPathLaunchType,"primary input",
global_routing,grt_start_max_net_pins,42,
layout,design_area,7420,um^2
global_routing,first_global_vias,6886,
synth,synthTopCellsByArea,"ha_1 (19%), a21oi_1 (6.8%), inv_1 (5.4%)",
route,wirelength,25300,um
synth,avgSynthCellArea,6.55,um^2
worst_setup_path,critPathBufInv,3,
sta,rsz0062_at_grt,"no",
worst_setup_path,path_max_fanout,5,
synth,ys_chip_area,6160,um^2
global_routing,grt_pass1_wl,39500,um
sta,whs,9.90,ns
die,floorplan.core_util,0.306,
synth,yosys.area.top_type_share,0.195,
worst_setup_path,critical-path-slowest-cell,"nor4bb_1",
run_status,status,"complete, no violations",
placement,place_congestion,0.994,
sta,min_period_over_period,0.626,
die,rows,52,
synth,ys_seq_share,0,
sta,final.setup.tns,0,ns
global_routing,grt_overflow,0,
global_routing,antenna_found_initial,0,
worst_hold_path,min_path_type,"in -> out",
die,fp.dieH,145,um
layout,flops,0,
clocking,cts_hold_buf,0,
synth,syn_area,6160,um^2
sta,maxSlewHeadroom,0.487,
placement,placed_area,7420,um^2
layout,fin_cells,1282,
synth,ys_warn_count,0,
job,cap_violations,0,
route,wl_per_cell,19.8,um
power,power_density,22.0,nW/um^2
sta,slew_viol_final,0,
worst_setup_path,cp_cell_sequence,"clkdlybuf4s50_1 -> ha_1 -> inv_1 -> fa_1 -> nand2b_1 -> a211oi_1 -> o21ai_0 -> o211ai_2 -> o211ai_2 -> a22oi_1 -> o32ai_2 -> nor4bb_1 -> nand4_1 -> nor3b_2 -> clkdlybuf4s50_1",
die,core_area,20200,um^2
global_routing,grtUsageTotal,0.237,
job,warning_count,96,
worst_setup_path,startpoint,"i_b[0]",
power,ir_drop,0.0102,mV
layout,ff_latch_area,0,um^2
synth,top_area_cell,"ha_1",
die,io-pin-count,108,
die,chipArea,21100,um^2
sta,period_minus_slack,13.39,ns
worst_hold_path,holdCritStartpoint,"i_func[10]",
sta,finalSetupViolCount,0,
route,drc,0,
placement,dpl.hpwl,20100,um
route,drt_iter0_drc,573,
[routing by layer]
metal  routed length (um)  global-route usage  vias up
met5                    0                   0        -
met4                  986              0.0816        0
met3                 1790              0.0234       47
met2                11300               0.375      313
met1                11200               0.336     3476
li1                     -                   -     3623
[cells in the final DEF, fill, tap and decap left out, types with 15 or more instances in the layout]
cell and n:
a211oi_1 16, nand2b_1 18, nor2b_1 18, nand2_1 72, o211ai_1 16, o31ai_1 15
a21oi_1 84, a21o_1 18, nor4_1 15, clkdlybuf4s50_1 108, nor3_1 24, nor2_1 87
ha_1 96, o21ai_0 55, inv_1 89, nand3_1 34, buf_4 15
[worst max path at each step]
| stage | endpoint | slack (ns) | depth (start not counted) |
|---|---|---|---|
| finish | zero | 8.01 | 15 |
| global route | zero | 7.76 | 14 |
| CTS | zero | 8.13 | 15 |
[through the flow]
step,total power [mW],worst slack [ns],utilization
3_5_place_dp,0.159,8.14,0.368
2_1_floorplan,0.102,10.30,-
5_1_grt,0.178,7.76,0.368
3_3_place_gp,0.160,8.06,0.368
4_1_cts,0.160,8.13,0.368
6_report,0.163,8.01,0.368
[power breakdown]
group,internal [mW],switching [mW]
sequential,0,0
combinational,0.0646,0.0985
clock,0,0
[worst min-delay path, stage by stage]
cell	delay, ns
clkdlybuf4s50_1	0.48
nor3_1	0.05
buf_4	0.17
nand4_1	0.07
o221ai_1	0.13
clkdlybuf4s50_1	0.43
[synth_stat cells (4+ instances only)]
cell,instances
nor4_1,15
o21ai_0,55
a2111oi_0,9
o21ba_2,4
nand3_1,34
o21a_1,10
nand4_1,13
clkbuf_1,19
nor2b_1,18
nor3_1,24
or3_1,8
o21bai_1,7
o31a_1,4
o2111ai_1,6
a21oi_1,84
a211oi_1,16
o211ai_1,16
a31oi_1,8
a21o_1,18
or2_2,11
a221oi_1,4
and3_1,4
nand2b_1,18
ha_1,96
o221ai_1,6
nand2_1,72
a21boi_0,4
a211o_1,5
inv_1,89
o31ai_1,15
nor2_1,87
and2_1,5
o22ai_1,8
o21ai_1,9
buf_6,4
buf_2,23
buf_4,5
nor4b_1,4
[layout make-up]
cell class	count	area, um^2
multi-input combinational	798	5550
tap	270	338
fill	2197	12700
inverter	91	342
timing repair buffer	123	1190
[kinds of logic after synthesis]
group	after synthesis	share of synthesized area
multiplexers	4	0.00690
XOR/XNOR	6	0.00853
AND/OR/NAND/NOR	342	0.288
adder cells (fa/ha/maj)	98	0.201
AND-OR/OR-AND	348	0.395
buffers and inverters	143	0.0999
No activity file was given, so power comes from the tool's default toggle rates.
