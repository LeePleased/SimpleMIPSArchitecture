**/design/flow/data_ram.txt**
```
00000000000000000000000000000001
00000000000000000000000000000010
00000000000000000000000000000011
00000000000000000000000000000100
00000000000000000000000000000101
00000000000000000000000000000110
```
**/design/flow/design.v**
```verilog
`timescale 1ns / 1ps
`timescale 1ns / 1ps
module AL_Unit(
		i_a, i_b, i_func, out, zero
    );
	parameter DATA_SIZE = 32;
	parameter FUNC_SIZE = 11;
	input wire [DATA_SIZE-1:0] i_a, i_b;		 
	input wire [FUNC_SIZE-1:0] i_func;			 
	output wire [DATA_SIZE-1:0] out;			 
	output wire zero;							 
	assign out = i_func == 0 ? i_a + i_b :
				 i_func == 1 ? i_a - i_b :
				 i_func == 2 ? i_a & i_b :
				 i_func == 3 ? i_a | i_b :
				 i_func == 4 ? (~i_a & i_b) | (i_a & ~i_b) :
				 i_func == 5 ? i_a < i_b :
				 0;
	assign zero = (out == 0);
endmodule
`timescale 1ns / 1ps
module Ctrl_Unit(
		i_code, zero, pc_sel, ext_sel, reg_i_w_enable, 
		reg_k_sel, reg_i_sel, alu_k_sel, ram_w_enable, func_sel
    );
	parameter CODE_SIZE = 6;
	input wire [CODE_SIZE-1:0] i_code;									 
	input wire zero;													 
	output wire pc_sel, ext_sel, reg_i_w_enable, reg_k_sel;				 
	output wire reg_i_sel, alu_k_sel, ram_w_enable;
	output wire[1:0] func_sel;
	assign pc_sel = i_code == 6'b000101 ? 1 :
					i_code == 6'b000100 && zero == 1 ? 1 :
					0;
	assign ext_sel = i_code == 6'b000101 ? 1 :
					 0;
	assign reg_i_w_enable = i_code == 6'b000001 ? 1:
							i_code == 6'b000010 ? 1 :
							0;
	assign reg_i_sel = i_code == 6'b000001 ? 1:
					   i_code == 6'b000010 ? 0:
					   0;
	assign alu_k_sel = i_code == 6'b000010 ? 1:
					   i_code == 6'b000011 ? 1:
					   i_code == 6'b000001 ? 0:
					   i_code == 6'b000100 ? 0:  
					   0;
	assign reg_k_sel = i_code == 6'b000100 ? 1:
					   i_code == 6'b000011 ? 1:
					   0;
	assign ram_w_enable = i_code == 6'b000011 ? 1:
						  0;
	assign func_sel = i_code == 6'b000001 ? 2'b00:
					  i_code == 6'b000100 ? 2'b11:
					  2'b01;
endmodule
`timescale 1ns / 1ps
module Instr_ROM(
		i_addr, o_instr
    );
	parameter CONTENT_SIZE = 16;
	parameter INSTRUCT_SIZE = 32;
	parameter TOTAL_ROM_SIZE = 256;
	input wire [CONTENT_SIZE-1:0] i_addr;		 
	output wire [INSTRUCT_SIZE-1:0] o_instr;	 
	integer i;									 
	reg [INSTRUCT_SIZE-1:0] rom_mem [TOTAL_ROM_SIZE-1:0];
	initial begin
		for (i = 0; i < TOTAL_ROM_SIZE; i = i + 1) begin
			rom_mem[i] = 0;
		end
		$readmemb("Instr_rom.txt", rom_mem);	 
	end
	assign o_instr = rom_mem[i_addr];
endmodule
`timescale 1ns / 1ps
module Data_RAM(
		i_addr, i_data, o_data, clk, w_enable
    );  
	parameter ADDRESS_SIZE = 32;
	parameter DATA_SIZE = 32;
	parameter TOTAL_RAM_SIZE = 256;
	input wire [ADDRESS_SIZE-1:0] i_addr;		 
	input wire [DATA_SIZE-1:0] i_data;			 
	input wire clk, w_enable;					 
	output wire [DATA_SIZE-1:0] o_data;			 
	reg [DATA_SIZE-1:0] memory [TOTAL_RAM_SIZE-1:0];
	integer i;
	initial begin 
		for (i = 0; i < TOTAL_RAM_SIZE; i = i + 1) begin 
			memory[i] = 0;
		end
		$readmemb("data_ram.txt", memory);
	end
	always @(negedge clk) begin
		if (w_enable) begin 
			memory[i_addr] = i_data;
		end
	end
	assign o_data = memory[i_addr];
endmodule
`timescale 1ns / 1ps
module Instr_Split(
		i_instr, o_code, o_ri, o_rj, o_rk, o_func, imme_2, imme_0
    );
	parameter INSTRUCT_SIZE = 32;
	parameter CODE_INDEX_SIZE = 6;
	parameter REGISTER_INDEX_SIZE = 5;
	parameter FUNC_INDEX_SIZE = 11;
	parameter IMME_2_SIZE = 16;
	parameter IMME_0_SIZE = 26;
	input wire [INSTRUCT_SIZE-1:0] i_instr;			 
	output wire [CODE_INDEX_SIZE-1:0] o_code;		 
	output wire [REGISTER_INDEX_SIZE-1:0] o_ri;		 
	output wire [REGISTER_INDEX_SIZE-1:0] o_rj;		 
	output wire [REGISTER_INDEX_SIZE-1:0] o_rk;		 
	output wire [FUNC_INDEX_SIZE-1:0] o_func;		 
	output wire [IMME_2_SIZE-1:0] imme_2;			 
	output wire [IMME_0_SIZE-1:0] imme_0;			 
	assign o_code = i_instr[31:26];
	assign o_ri = i_instr[25:21];
	assign o_rj = i_instr[20:16];
	assign o_rk = i_instr[15:11];
	assign o_func = i_instr[10:0];
	assign imme_2 = i_instr[15:0];
	assign imme_0 = i_instr[25:0];
endmodule
`timescale 1ns / 1ps
module MUX_2_1(
		i_a, i_b, sel, out
    );
	parameter DATA_SIZE = 32;
	input wire [DATA_SIZE-1:0] i_a;			 
	input wire [DATA_SIZE-1:0] i_b;
	input wire sel;							 
	output wire [DATA_SIZE-1:0] out;		 
	assign out = sel == 1'b0 ? i_a : i_b;
endmodule
module MUX_3_1(
		i_a, i_b, i_c, sel, out
	);
	parameter DATA_SIZE = 32;
	input wire [DATA_SIZE-1:0] i_a;
	input wire [DATA_SIZE-1:0] i_b;
	input wire [DATA_SIZE-1:0] i_c;
	input wire [1:0] sel;
	output wire [DATA_SIZE-1:0] out;
	assign out = sel == 2'b00 ? i_a :
				 sel == 2'b01 ? i_b :
				 i_c;						 
endmodule
`timescale 1ns / 1ps
module Prog_Cnt(
		imme, o_addr, sel, clk
    );
	parameter CONTENT_SIZE = 16;
	parameter IMME_SIZE = 32;
	input wire [IMME_SIZE-1:0] imme;		 
	input wire sel, clk;					 
	output reg [CONTENT_SIZE-1:0] o_addr;	 
	initial begin 
		o_addr = 0;
	end
	always @(posedge clk) begin 
		if (sel) begin
			o_addr = imme[CONTENT_SIZE-1:0];
		end else begin 
			o_addr = o_addr + 1;
		end
	end
endmodule
`timescale 1ns / 1ps
module Reg_File (
		reg_i, reg_j, reg_k, clk, i_data, w_enable,
		o_data_j, o_data_k
    );
    parameter REGISTER_INDEX_SIZE = 5;
    parameter DATA_SIZE = 32;
    parameter TOTAL_REGISTER_NUM = 32;
    input wire [REGISTER_INDEX_SIZE-1:0] reg_i, reg_j, reg_k;	 
    input wire [DATA_SIZE-1:0] i_data;
    input wire clk, w_enable;									 
    output wire [DATA_SIZE-1:0] o_data_j, o_data_k;				 
    reg [DATA_SIZE-1:0] register [TOTAL_REGISTER_NUM-1:0];		 
    integer i;
    initial begin 
    	for (i = 0; i < TOTAL_REGISTER_NUM; i = i + 1) begin
    		register[i] = 0;
    	end
    end
    assign o_data_j = register[reg_j];
    assign o_data_k = register[reg_k];
    always @(negedge clk) begin
    	if (w_enable) begin 
    		register[reg_i] = i_data;
    	end
    end
endmodule
`timescale 1ns / 1ps
module Sign_Ext(
		imme, out
    );
	parameter IMME_SIZE = 16;
	parameter DATA_SIZE = 32;
	input wire [IMME_SIZE-1:0] imme;
	output wire [DATA_SIZE-1:0] out;
	assign out = {{(DATA_SIZE-IMME_SIZE){imme[IMME_SIZE-1]}}, imme};
endmodule
`timescale 1ns / 1ps
module Func_Sel(
		func, sel, out
    );
	parameter FUNC_SIZE = 11;
	input wire [10:0] func;		 
	input wire [1:0] sel;
	output wire [10:0] out;		 
	assign out = sel == 2'b00 ? func :
		         sel == 2'b11 ? 11'd1:
		         11'd0;
endmodule
module Main_Top(
		clk, _pc_addr_, _i_code_, _ri_, _rj_, _rk_, _imme_, _o_func_,
		_o_reg_j_, _o_reg_k_, _o_alu_, _o_mem_, _zero_
    );
	input wire clk;			 
	output wire [31:0] _imme_, _o_reg_j_, _o_reg_k_;
	output wire [31:0] _o_alu_, _o_mem_;
	output wire [15:0] _pc_addr_;
	output wire [10:0] _o_func_;
	output wire [5:0] _i_code_;
	output wire [4:0] _ri_, _rj_, _rk_;
	output wire _zero_;
	wire [31:0] imme, instr, e_imme_2, e_imme_0, i_reg_data;
	wire [31:0] o_reg_j, o_reg_k, alu_b, o_alu, o_mem;
	wire [25:0] imme_0;
	wire [15:0] pc_addr, imme_2;
	wire [10:0] i_func, o_func;
	wire [5:0] i_code;
	wire [4:0] ri, rj, rk, i_rk;
	wire [1:0] func_sel;
	wire pc_sel, imme_sel, rk_sel, reg_w_enable, alu_b_sel;
	wire zero, mem_w_enable, reg_i_sel;
	assign _imme_ = imme;
	assign _o_reg_j_ = o_reg_j;
	assign _o_reg_k_ = o_reg_k;
	assign _o_alu_ = o_alu;
	assign _o_mem_ = o_mem;
	assign _pc_addr_ = pc_addr;
	assign _o_func_ = o_func;
	assign _i_code_ = i_code;
	assign _ri_ = ri;
	assign _rj_ = rj;
	assign _rk_ = rk;
	assign _zero_ = zero;
	Ctrl_Unit CU (
		.i_code(i_code), .zero(zero), .pc_sel(pc_sel), .ext_sel(imme_sel),
		.reg_i_w_enable(reg_w_enable), .reg_k_sel(rk_sel), .reg_i_sel(reg_i_sel),
		.alu_k_sel(alu_b_sel), .ram_w_enable(mem_w_enable), .func_sel(func_sel)
	);
	Prog_Cnt PC (
		.imme(imme), .o_addr(pc_addr),
		.sel(pc_sel), .clk(clk)
	);
	Instr_ROM IR (
		.i_addr(pc_addr), .o_instr(instr)
	);
	Instr_Split IS (
		.i_instr(instr), .o_code(i_code), .o_ri(ri), .o_rj(rj),
		.o_rk(rk), .o_func(i_func), .imme_0(imme_0), .imme_2(imme_2)
	);
	Sign_Ext #(26) SE_0 (
		.imme(imme_0), .out(e_imme_0)
	);
	Sign_Ext SE_2 (
		.imme(imme_2), .out(e_imme_2)
	);
	MUX_2_1 MUX_IMME (
		.i_a(e_imme_2), .i_b(e_imme_0), 
		.sel(imme_sel), .out(imme)
	);
	MUX_2_1 #(5) MUX_RK (
		.i_a(rk), .i_b(ri), .sel(rk_sel), .out(i_rk)
	);
	Reg_File RF (
		.reg_i(ri), .reg_j(rj), .reg_k(i_rk), .clk(clk),
		.i_data(i_reg_data), .w_enable(reg_w_enable),
		.o_data_j(o_reg_j), .o_data_k(o_reg_k)
	);
	MUX_2_1 MUX_ALU_B (
		.i_a(o_reg_k), .i_b(imme), 
		.sel(alu_b_sel), .out(alu_b)
	);
	Func_Sel FS (
		.func(i_func), .sel(func_sel), .out(o_func)
	);
	AL_Unit ALU (
		.i_a(o_reg_j), .i_b(alu_b), .zero(zero),
		.i_func(o_func), .out(o_alu)
	);
	Data_RAM DR (
		.i_addr(o_alu), .i_data(o_reg_k), .clk(clk),
		.o_data(o_mem), .w_enable(mem_w_enable)
	);
	MUX_2_1 MUX_RI (
		.i_a(o_mem), .i_b(o_alu), 
		.sel(reg_i_sel), .out(i_reg_data)
	);
endmodule
```
**/design/flow/constraint.sdc**
```tcl
current_design Main_Top

set clk_period 2.9
set clk_io_pct 0.2

create_clock -name clk0 -period $clk_period [get_ports {clk}]

set non_clock_inputs [all_inputs -no_clocks]
set_input_delay [expr $clk_period * $clk_io_pct] -clock clk0 $non_clock_inputs
set_output_delay [expr $clk_period * $clk_io_pct] -clock clk0 [all_outputs]
```
**/design/flow/run.sh**
```bash
#!/bin/bash
# OpenROAD 26Q1-2900-gdf79404cd8, Yosys 0.63+post, stock flow scripts
make -C /OpenROAD-flow-scripts/flow DESIGN_CONFIG=/design/flow/config.mk WORK_HOME=/design/flow/orfs finish
```
**/design/flow/config.mk**
```make
export PLATFORM = sky130hd
export DESIGN_NAME = Main_Top
export DESIGN_NICKNAME = Main_Top
export VERILOG_FILES = /design/flow/design.v
export SDC_FILE = /design/flow/constraint.sdc
export NUM_CORES = 4
export LEC_CHECK = 1
export CORE_AREA = 10 10 89 89
export DIE_AREA = 0 0 99 99
export SYNTH_HDL_FRONTEND = slang
export SYNTH_MEMORY_MAX_BITS = 65536
```
==> Slide: Implementation Results <==
Synthesis and Place & Route Summary

Outcome
  – Outcome: finished clean

Floorplan
  – Core Area: between 5000 and 6000 um2
  – Die ar.: about 10000 um2
  – Fp util: 0.348
  – DIE WIDTH: approximately 99 um
  – Row count: 28
  – Die H: roughly 99 um
  – Ports: 210

Logic synthesis
  – Synth warnings: 0
  – Ys cells: 251
  – Post-Syn Area: ~2100 um2
  – Seq share, synth: 0.153
  – Mean Syn Cell Area: a little over 8 um2
  – Ys async rst share: 0
  – Dominant cell area share: 0.694
  – Synth top cells by count: buf_4 (193), dfxtp_1 (16), xor2_1 (10), nand3_1 (5)
  – Post-Syn Instances: 251
  – Most common reg cell: dfxtp_1
  – Biggest area cells: buf_4 (69%), dfxtp_1 (15%), xor2_1 (4.2%)
  – Top-count cell post-synth: buf_4
  – Most area-hungry cell type in the Yosys netlist: buf_4
  – Synthesis area per yosys: between 2000 and 2500 um2
  – Flip-flops with a built-in enable: 0
  – Cell Type Count: 14
  – Synth Register Bits: 16

Timing
  – Max frequency: 0.553 GHz
  – Final hold viol count: 0
  – Max Slew Vio Count: 0
  – Finish-stage setup viols: 0
  – Sum Neg Setup Slack: 0 ps
  – RSZ-0062 raised after global routing: false
  – Crit share post-route: 0.623
  – Layout Skew: ~3.1 ps
  – Period minus WS final: 1810 ps

Global routing
  – First-pass GRT wire length: 5460 um
  – Overall routing resource usage: 0.0637
  – Pin count of the biggest net entering global routing: 9
  – Initial antenna violation count: 0
  – Number of global-route vias before repair: between 1000 and 1500
  – Grt total ovfl: 0

Layout
  – Synth-to-Final Area Change: -20.7%
  – Max reg flops: 16
  – Fillers: 620
  – Layout cells sized above 1: 0.0335
  – Final cell count without fillers: about 340

CTS
  – CTS Hold Bufs: 0
  – Post-cts sizing count: 0
  – Clock Path Buffers: 2
  – H-tree depth: 1
  – Skew-Pair Late Insertion Delay: between 200 and 250 ps
  – Num Clock Sinks: 16
  – CTS buffer count: 3
  – Worst-path clk slew: roughly 60 ps
  – Clock root buffer: clkbuf_8
  – Setup Fix Bufs, Post-CTS: 0
  – TritonCTS clock tree: built

Power and ir drop
  – Clock group share of total power: 0.399
  – Leak Pwr: approximately 1 nW
  – PwrDens: about 240 nW/um2
  – Worst vdd ir: between 0.15 and 0.2 mV
  – Comb pwr share: 0.046
  – Reg power frac: 0.555
  – Sw power: around 0.000085 W
  – Int Power: between 0.0003 and 0.0004 W
  – Sw Share: 0.214

Worst setup path
  – Reg-to-Reg Start: PC.o_addr[0]
  – Critical Path, Cell by Cell: clkdlybuf4s50_1
  – Slowest stage delay, CP: about 520 ps
  – Critical path arrival: between 1000 and 1500 ps
  – Crit path max fanout: 6
  – CP Capture Type: output port
  – Worst path required time: 2320 ps
  – Slowest cell on crit path: clkdlybuf4s50_1
  – Family with the most delay on the worst path: buffers and inverters
  – Buf/Inv on CP: 1
  – Critical path type: register to output port
  – Setup crit start kind: register
  – Crit path from: PC.o_addr[4]

Drt
  – Antenna cells: 0
  – Drt first pass iters: 2
  – Initial DRC count: 3
  – WL final: between 3000 and 4000 um
  – Routed Antenna Nets: 0
  – DR vias/cell: between 2 and 3
  – Vias post-DR: around 940
  – Post-route DRC violation count: 0
  – Routed len/inst: around 11 um

Hold path
  – Hold/Removal Path Class: register to register
  – Hold Crit Start: PC.o_addr[0]

Job
  – Max_cap viols: 0
  – Tool warning count: 25

Placement
  – Placed instance count: approximately 340
  – Buffers on Ports: 16
  – DP Wirelength: roughly 3500 um
  – GPL Wtd Cong: 0.708
routing by layer:
layer	track usage	wire, um
met5	0	0
met4	0.00331	0
met3	0.0536	706
met2	0.115	1910
met1	0.0549	1140
metrics by stage:
stage	setup WS, ps	hold WS [ps]	utilization	power, W	instance area, um2
after floorplan	1760	393	-	0.000409	2810
after global placement	1360	429	0.269	0.000252	1610
after detailed placement	1340	442	0.269	0.000250	1610
after CTS	1080	456	0.276	0.000411	1650
after global routing	1010	486	0.276	0.000429	1650
final	1090	451	0.276	0.000396	1650
worst paths after layout:
| kind | to | slack (ps) | depth (start not counted) |
|---|---|---|---|
| setup / recovery | _pc_addr_[4] | 1090 | 1 |
| hold / removal | PC.o_addr[0] | 450 | 1 |
| setup reg to reg | PC.o_addr[10] | 1530 | 4 |
| hold reg to reg | PC.o_addr[0] | 450 | 1 |
cell type report:
type                            instances  area (um2)  area share
Clock buffer                            3        41.3      0.0250
Tap cell                               75        93.8      0.0567
Timing Repair Buffer                   16         160      0.0968
Inverter                                4        15.0     0.00908
Multi-Input combinational cell        230        1020       0.619
Sequential cell                        16         320       0.194
kinds of logic after synthesis:
logic type,share of synthesized area
flops,0.153
xor+xnor,0.0587
buf+inv,0.701
simple gates,0.0785
other cells,0.00180
fa+ha+maj,0.00599
power by group through the flow:
stage	combinational, W	clock (W)	sequential (W)
4_1_cts	0.0000258	0.000165	0.000220
5_1_grt	0.0000344	0.000175	0.000220
6_report	0.0000184	0.000158	0.000220
cells in the final DEF, fill, tap and decap left out:
cell type,netlist,layout
clkdlybuf4s50_1,0,16
nand4_2,1,1
xor2_1,10,10
nor2_1,4,4
nand4_4,2,2
nor4_2,3,3
conb_1,1,193
clkbuf_8,0,3
xnor2_1,4,4
nor3_1,4,4
dfxtp_1,16,16
ha_1,1,1
nand3_1,5,5
nand2_1,3,3
inv_1,4,4
Power is estimated from default activity; no workload was simulated.
